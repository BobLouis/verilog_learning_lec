==> ./design.v <==
module clk_div(clk,rst,div_clk);
input clk,rst;
output div_clk;
reg div_clk;
reg [31:0]count;
always @(posedge clk or negedge rst)
    begin 
        if(!rst)
        begin 
            count <= 32'd0;
            div_clk <= 1'b0;
        end
        else
        begin 
            if(count == 32'd5000)
            begin 
                count <= 32'd0;
                div_clk <= ~div_clk;
            end
            else
            begin
                count <= count + 32'd1;
            end
        end
    end
endmodule
module dot_control (clk_div,rst,row,col);
    input clk_div,rst;
    output reg [7:0] row,col;
    reg [2:0] state;
    always @(posedge clk_div or negedge rst) begin
        if(rst == 0)
        begin
            row <= 8'd0;
            col <= 8'd0;
        end
        else
        begin
            case (state)
                0:begin row <= 8'b11111110; col <= 8'b00011000; end
                1:begin row <= 8'b11111101; col <= 8'b00100100; end
                2:begin row <= 8'b11111011; col <= 8'b01000010; end
                3:begin row <= 8'b11110111; col <= 8'b11000011; end
                4:begin row <= 8'b11101111; col <= 8'b01000010; end
                5:begin row <= 8'b11011111; col <= 8'b01000010; end
                6:begin row <= 8'b10111111; col <= 8'b01000010; end
                7:begin row <= 8'b01111111; col <= 8'b01111110; end
            endcase
            state <= state + 1'b1;
        end
    end
endmodule
module test (rst,clk,row,col);
input rst ,clk;
output [7:0] row,col;
wire clk_div;
clk_div u_clk_div (.clk(clk),.rst(rst),.div_clk(clk_div));
dot_control u_dot_control (.clk_div(clk_div),.rst(rst),.row(row),.col(col));
endmodule
==> ./run.sh <==
#!/bin/bash
# OpenROAD 26Q1-2900-gdf79404cd8, Yosys 0.63+post, stock flow scripts
make -C /OpenROAD-flow-scripts/flow DESIGN_CONFIG=/design/flow/config.mk WORK_HOME=/design/flow/orfs finish
==> ./config.mk <==
export PLATFORM = sky130hd
export DESIGN_NAME = test
export DESIGN_NICKNAME = test
export VERILOG_FILES = /design/flow/design.v
export SDC_FILE = /design/flow/constraint.sdc
export NUM_CORES = 4
export LEC_CHECK = 1
export CORE_UTILIZATION = 30
==> ./constraint.sdc <==
current_design test

set clk_period 5.5
set clk_io_pct 0.2

create_clock -name clk0 -period $clk_period [get_ports {clk}]

set non_clock_inputs [all_inputs -no_clocks]
set_input_delay [expr $clk_period * $clk_io_pct] -clock clk0 $non_clock_inputs
set_output_delay [expr $clk_period * $clk_io_pct] -clock clk0 [all_outputs]
==> results.cfg <==
; yosys + openroad results
[global_routing]
grt_pass1_wl_mm = 6.09
grt_max_degree = 49
grt_overflow = 0
grt_pass1_vias = 1315
track_usage_pct = 10.2
grt_antenna_before_repair = 0

[logic_synthesis]
xor_share_pct = 12.4
ys_chip_area_um2 = 2190
adder_share_pct = 5.71
synth_flops = 48
yosys_warnings = 2
post_synth_ao_oa_area_fraction_pct = 0.457
simple_gate_area_share_pct = 22.5
syn-cell-area_um2 = 2190
synth.distinct_cells = 21
syn_inst = 192
avgSynthCellArea_um2 = 11.4
ys_sh_mux_pct = 0
synthTopLogicFamily = simple AND/OR/NAND/NOR gates
yosys-stat-cells = 192
postSynthSeqShare_pct = 55.5

[die]
fp.dieW_um = 87.5
die_y_um = 87.5
core_um2 = 6940
io_pins = 18
num_rows = 30
fp_util_pct = 31.6
design.die.area_um2 = 7650

[placement]
postPlaceCellArea_um2 = 2450
gp_congestion = 0.870
dp_cells = 301
dpl.hpwl_mm = 2.41
portBuffers = 17

[timing]
setup_viol = 0
unclocked_pins = 15
relSlewSlack_pct = 59.4
hold_viol = 0
holdWs_ns = 0.484
rsz0062_at_grt = false
tns_ns = 0
untimed_endpoints = 34
clock_skew_ns = 0.00766
min_period_over_period_pct = 32.8
report.final.slew_viol_count = 0
tightest_slew_ns = 0.605
fmaxAchievable_mhz = 555
period_needed_ns = 1.80

[clocking]
h-tree-depth = 2
ctsHoldBuffers = 0
clk_path_buf_depth = 2
cts-buffers-inserted = 5
cts_setup_buffers = 0
cts_tree = done
cts.root.buffer_cell = clkbuf_8
path_clk_slew_ns = 0.06
cts_resized = 0
clk-insertion-delay-late_ns = 0.28

[layout]
areaGrowthSynthToFinish_pct = 15.6
fin_util_pct = 36.5
final_cell_mix = dfrtp_1, xnor2_1, nand3_1
final_cell_area_um2 = 2530
lay_top_count = dfrtp_1
drive_gt1_share_pct = 5.66
stdcell_count = 308
fill_cells = 681

[worst_hold_path]
min_path_type = reg -> reg

[pwr]
leakage_uw = 0.00106
peakVddDrop_mv = 0.108
powerDensity_nw_per_um2 = 170

[route]
vias = 1351
vias_per_cell = 4.39
ant_nets = 0
wl_per_cell_um = 11.0
antenna_cells = 0
drt-initial-drc-count = 65
routed_wl_mm = 3.38
first_pass_iters = 4
drc_errors = 0

[outcome]
status = finished, final reports clean

[critical_path]
startpoint_type = flop
crit_path_end_kind = flop
critPathRequiredTime_ns = 5.66
path_class = reg -> reg
cp_max_fo = 5
cp.arrival_ns = 1.97

[flow_run]
warning_count = 32
drv_cap = 0
==> Yosys cell counts (all sizes together) <==
master	instances	area [um2]
dfrtp	45	1130
xnor2	27	236
nand3	18	90.1
nand2	17	63.8
nand4	15	109
nor2	14	52.6
ha	10	125
inv	10	37.5
nor3	8	51.3
buf	5	37.5
nor4	5	61.3
nor4b	4	35.0
xor2	4	35.0
and3	3	18.8
edfxtp	3	90.1
o21ai	2	10.0
and2	1	6.26
nor2b	1	6.26
==> cell families (layout without fill, tap and decap cells) <==
kind of cell / count (synthesis) / count (layout)
adders and majority gates: 10 / 10
xor gates and xnor gates: 31 / 31
buffers and inverters: 15 / 35
and+or+nand+nor: 86 / 86
DFF: 48 / 48
AOI/OAI and AO/OA: 2 / 2
==> stage by stage <==
| stage | setup slack (ns) | total power (uW) |
|---|---|---|
| after floorplan | 3.93 | 248 |
| after global placement | 3.67 | 255 |
| after detailed placement | 3.70 | 255 |
| after CTS | 3.69 | 437 |
| after global routing | 3.50 | 448 |
| final | 3.70 | 431 |
==> registers in the layout, summed over array words and instances (netlist names) <==
| signal | cells |
|---|---|
| u_dot_control.col | 4 |
| u_clk_div.div_clk | 1 |
| u_dot_control.state | 3 |
| u_clk_div.count | 32 |
| u_dot_control.row | 8 |
==> path summary, 6_finish.rpt <==
path | from | endpoint | slack [ns] | cells after the start
setup reg to reg | u_clk_div.count[0] | u_clk_div.count[20] | 3.70 | 5
max in group asynchronous | rst | u_clk_div.count[16] | 4.20 | 2
hold / removal | u_clk_div.count[31] | u_clk_div.count[31] | 0.48 | 1
setup / recovery | u_clk_div.count[0] | u_clk_div.count[20] | 3.70 | 5
hold reg to reg | u_clk_div.count[31] | u_clk_div.count[31] | 0.48 | 1
min in group asynchronous | rst | u_clk_div.count[25] | 0.91 | 2
==> final cells by class <==
type / count / area [um2] / share of cell area [%]
Sequential cell: 48 / 1220 / 48.0
Inverter: 10 / 37.5 / 1.48
Multi-Input combinational cell: 129 / 901 / 35.6
Timing Repair Buffer: 18 / 173 / 6.81
Clock buffer: 7 / 86.3 / 3.41
Tap cell: 96 / 120 / 4.74
==> where the power goes <==
part | switching (uW) | internal (uW)
sequential | 0 | 243
combinational | 6.34 | 0.716
clock | 81.4 | 99.2
==> routing by layer <==
layer  GRT usage, %  up-vias  share of wire [%]
li1               -      695                  -
met1           16.1      621                 51
met2           15.6       30                 44
met3           1.73        5                4.1
met4           1.49        0                1.4
met5              0        -                  0
==> critical path, stage by stage, from the launching register on <==
cell,delay [ns]
dfrtp_1,0.41
ha_1,0.23
nand3_1,0.16
nor4_1,0.57
nand3_1,0.17
xnor2_1,0.15
Power figures rest on the tool's default switching activity, not on a simulated workload.
